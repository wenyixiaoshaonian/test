File: design/flow/config.mk
export PLATFORM = sky130hd
export DESIGN_NAME = wr
export DESIGN_NICKNAME = wr
export VERILOG_FILES = /design/flow/design.v
export SDC_FILE = /design/flow/constraint.sdc
export NUM_CORES = 4
export LEC_CHECK = 1
export CORE_UTILIZATION = 30
File: design/flow/constraint.sdc
current_design wr

set clk_period 4.3
set clk_io_pct 0.2

create_clock -name clk0 -period $clk_period [get_ports {sclk}]

set non_clock_inputs [all_inputs -no_clocks]
set_input_delay [expr $clk_period * $clk_io_pct] -clock clk0 $non_clock_inputs
set_output_delay [expr $clk_period * $clk_io_pct] -clock clk0 [all_outputs]
File: design/flow/design.v
module	wr(
		input	wire		           sclk,
		input	wire		           s_rst_n,
		input	wire		           key_wr,
		input	wire		           wr_en,		 
		input	wire		           ref_req,	 
		input wire     [4:0]      state1,
		output   reg   [15:0]     sdram_dq,
		output	reg	[11:0]	  sdram_addr,	 
		output	reg	[1:0]	     sdram_bank,	 
		output	reg	[3:0]	     sdram_cmd,	 
		output	reg		        wr_req,		 
		output	reg		        flag_wr_end	 
		);
	parameter	NOP	   =	4'b0111,	 
			      ACT	   =	4'b0011,	 
			      WR       =	4'b0100,	 
			      PRE	   =	4'b0010,	 
			      CMD_END	=	4'd8,
			      COL_END	=	9'd508,		 
			      ROW_END	=	12'd4095,	 
			      AREF	   =	5'b00100,	 
			      WRITE   	=	5'b10000;	 
	reg		       flag_act;			 
	reg	[3:0]	    cmd_cnt;			 
	reg	[11:0]    row_addr;			 
	reg	[11:0]	 row_addr_reg;			 
	reg	[8:0]	    col_addr;			 
	reg		       flag_pre;			 
	always	@(posedge sclk or negedge s_rst_n)
		if(s_rst_n == 1'b0)
			flag_pre	<=	1'b0;
		else if(col_addr == 9'd0 && flag_wr_end == 1'b1)
			flag_pre	<=	1'b1;
		else if(flag_wr_end == 1'b1)
			flag_pre	<=	1'b0;
	always	@(posedge sclk or negedge s_rst_n)
		if(s_rst_n == 1'b0)
			flag_act	<=	1'b0;
		else if(flag_wr_end)
			flag_act	<=	1'b0;
		else if(ref_req == 1'b1 && state1 == AREF)
			flag_act	<=	1'b1;
	always	@(posedge sclk or negedge s_rst_n)
		if(s_rst_n == 1'b0)
			wr_req	<=	1'b0;
		else if(wr_en == 1'b1)
			wr_req	<=	1'b0;
		else if(state1 != WRITE && key_wr == 1'b1)
			wr_req	<=	1'b1;
	always	@(posedge sclk or negedge s_rst_n)
		if(s_rst_n == 1'b0)
			flag_wr_end	<=	1'b0;
		else if(cmd_cnt == CMD_END)
			flag_wr_end	<=	1'b1;
		else
			flag_wr_end	<=	1'b0;
	always	@(posedge sclk or negedge s_rst_n)
		if(s_rst_n == 1'b0)
			cmd_cnt	<=	4'd0;
		else if(state1 == WRITE)
			cmd_cnt	<=	cmd_cnt + 1'b1;
		else 
			cmd_cnt	<=	4'd0;
	always	@(posedge sclk or negedge s_rst_n)
		if(s_rst_n == 1'b0)
			sdram_cmd	<=	4'd0;
		else case(cmd_cnt)
			3'd1:
				if(flag_pre == 1'b1)
					sdram_cmd	<=	PRE;
				else
					sdram_cmd	<=	NOP;
			3'd2:
				if(flag_act == 1'b1 || col_addr == 9'd0)
					sdram_cmd	<=	ACT;
				else
					sdram_cmd	<=	NOP;
			3'd3: 		
				sdram_cmd	<=	WR;
			default
				sdram_cmd	<=	NOP;		
		endcase
	always	@(posedge sclk or negedge s_rst_n)
		if(s_rst_n == 1'b0)
			sdram_dq	<=	16'd0;
		else case(cmd_cnt)
			3'd3:
				sdram_dq	<=	16'h0002;
			3'd4:
				sdram_dq	<=	16'h0003;
			3'd5:
				sdram_dq	<=	16'h0005;
			3'd6:
				sdram_dq	<=	16'h0006;
			default:
				sdram_dq	<=	16'd0;
		endcase
	always	@(posedge sclk or negedge s_rst_n)
		if(s_rst_n == 1'b0)
			row_addr_reg	<=	12'd0;
		else if(row_addr_reg == ROW_END && col_addr == COL_END && cmd_cnt == CMD_END)
			row_addr_reg	<=	12'd0;
		else if(col_addr == COL_END && flag_wr_end == 1'b1)
			row_addr_reg	<=	row_addr_reg + 1'b1;
	always	@(posedge sclk or negedge s_rst_n)
		if(s_rst_n == 1'b0)
			row_addr	<=	12'd0;
		else case(cmd_cnt)
			3'd2:
				row_addr	<=	12'b0000_0000_0000;	 
			default:
				row_addr	<=	row_addr_reg;
		endcase
	always	@(posedge sclk or negedge s_rst_n)
		if(s_rst_n == 1'b0)
			col_addr	<=	9'd0;
		else if(col_addr == COL_END && cmd_cnt == CMD_END)
			col_addr	<=	9'd0;
		else if(cmd_cnt == CMD_END)
			col_addr	<=	col_addr + 3'd4;
	always	@(posedge sclk or negedge s_rst_n)
		if(s_rst_n == 1'b0)
			sdram_addr	<=	12'd0;
		else case(cmd_cnt)
			3'd2:
				sdram_addr	<=	row_addr;
			3'd3:
				sdram_addr	<=	col_addr;
			default:
				sdram_addr	<=	row_addr;
		endcase
	always	@(posedge sclk or negedge s_rst_n)
		if(s_rst_n == 1'b0)
			sdram_bank	<=	2'b00;
endmodule
File: design/flow/run.sh
#!/bin/bash
# OpenROAD 26Q1-2900-gdf79404cd8, Yosys 0.63+post, stock flow scripts
make -C /OpenROAD-flow-scripts/flow DESIGN_CONFIG=/design/flow/config.mk WORK_HOME=/design/flow/orfs finish
==> summary.rpt <==
========================================================================================
Outcome ................................................................... finished clean
Pin count of the biggest net entering global routing ......................           46
Wire length of the first global-routing pass ..............................      7890 um
Area taken by multi-input logic gates .....................................     1080 um2
Reg clk slew, reported paths ..............................................      0.07 ns
Worst setup timing slack at the placement stage ...........................      2.25 ns
Endpoint arrival time on the critical path ................................      1.39 ns
Iteration-0 DRC count of the detailed router ..............................           81
Per-cell via count in the routed design ...................................         4.40
Syn_area_per_cell .........................................................     11.0 um2
Total of buffers placed on input and output ports .........................           29
GRT Total Usage ...........................................................        11.3%
Worst setup path start .................................................... flag_wr_end$_DFF_PN0_
GR Layer Usage met2 .......................................................        17.7%
Clock sinks ...............................................................           57
Depth of the critical timing path with buffers and inverters included .....            1
Setup TNS after final layout ..............................................         0 ns
Layout overhead on the synthesized area ...................................        18.9%
Post-synthesis cell area ..................................................     2670 um2
Largest driver fanout on the critical path ................................            7
Met3 Track Usage GR .......................................................        3.26%
CP top delay family .......................................................   flip-flops
Total number of vias ......................................................        1,703
Period minus WS final .....................................................      2.25 ns
Area figure in the yosys stat output ......................................     2670 um2
Buf+Inv Stages, Crit Path .................................................            1
CP Capture Point ..........................................................  flag_wr_end
Wire length per cell after detailed routing ...............................      11.8 um
Grt total ovfl ............................................................            0
Routed Wire Length ........................................................      4560 um
Worst r2r path cells ......................................................            3
Worst hold path type ...................................................... primary input to asynchronous set/reset pin
Total clock buffers created by CTS ........................................            9
TritonCTS clock tree ......................................................         done
Ys Warns ..................................................................            1
Power density over the cells ..............................................   333 nW/um2
Setup clock skew after layout .............................................    0.0114 ns
Antenna-violating nets left ...............................................            0
Yosys cell types ..........................................................           39
Number of register bits inferred by synthesis .............................           57
Actual slew at the worst max-slew pin .....................................     0.806 ns
Number of slew-limit violations in the final report .......................            0
Ports .....................................................................           46
Number of buffers inserted by post-CTS setup repair .......................            0
Global route hottest layer ................................................         met2
Count of endpoints failing hold in the final timing report ................            0
Sum of net half-perimeters after detailed placement .......................      3130 um
Critical Path Sink Type ...................................................  output port
Portion of the clock cycle consumed by the worst path in the final layout .        52.3%
Slew headroom .............................................................        46.2%
Number of antenna violations at the first check in global routing .........            0
Leakage component of the power ............................................      1.50 nW
Critical path cell sequence ............................................... clkdlybuf4s50_1
Yosys cell count ..........................................................          243
Hold Buf Count CTS ........................................................            0
Number of DRC violations after detailed routing ...........................            0
Worst hold-check slack ....................................................     0.380 ns
H-tree level count ........................................................            3
Iteration tally of the first detailed-router pass .........................            4
Biggest cell delay along the critical path ................................      0.53 ns
Final GP Congestion .......................................................        0.774
Proportion of synthesized chip area in sequential cells ...................        53.4%
OpenROAD warning count ....................................................           29
Root buffer cell .......................................................... sky130_fd_sc_hd__clkbuf_8
Y dimension of the die ....................................................      96.4 um
Number of placed instances with taps included .............................          371
Layout filler cell count ..................................................          849
Most common logic cells in the final layout ............................... sky130_fd_sc_hd__dfrtp_1 (57), sky130_fd_sc_hd__nor2_1 (36), sky130_fd_sc_hd__clkdlybuf4s50_1 (28)
Req. time, crit path ......................................................      3.44 ns
Unrepaired setup endpoints after global routing ...........................        false
Largest register FFs ......................................................           24
Area of the placeable core ................................................     8680 um2
Setup slack of the most critical reg-to-reg path ..........................      2.39 ns
Final number of setup-violating endpoints .................................            0
Global routing usage on met1 ..............................................        16.1%
Critical-path cell with the highest stage delay ........................... sky130_fd_sc_hd__dfrtp_1
Launch point of the worst reg-to-reg path ................................. cmd_cnt[0]$_DFF_PN0_
Diode count ...............................................................            0
Clock insertion delay at the later pin of the skew report .................      0.34 ns
Number of global-route vias before repair .................................        1,646
Area used by sequential logic in the layout ...............................     1430 um2
Setup slack after layout ..................................................      2.05 ns
RR Endpoint ............................................................... sdram_addr[2]$_DFF_PN0_
Maximum root-to-sink buffer count .........................................            2
Number of placement rows ..................................................           34
Critical path launch point type ...........................................     register
Share of cells above drive strength 1 .....................................        12.5%
Fraction of the core area occupied by cells at floorplan ..................        30.8%
Die Wd ....................................................................      96.4 um
Die Area ..................................................................     9290 um2
Non-Filler Instances ......................................................          387
Most frequent logic cell in the layout .................................... sky130_fd_sc_hd__dfrtp_1
VDD IR max ................................................................     0.161 mV
Quantity of gates resized following cts ...................................            0
MaxCap Viol Count .........................................................            0
Class of the most critical setup path ..................................... register to output port
Highest achievable clock rate .............................................      444 MHz
Gate count after technology mapping .......................................          243
========================================================================================
-- logic make-up (layout without fill, tap and decap cells) --
group / count (synthesis) / count (layout) / share of synthesized area, %
multiplexers: 9 / 9 / 3.70
adder cells (fa/ha/maj): 7 / 7 / 3.28
AND-OR/OR-AND: 19 / 19 / 4.21
XOR/XNOR: 13 / 13 / 4.26
AND/OR/NAND/NOR: 100 / 100 / 22.8
flip-flops: 57 / 57 / 53.4
buffers and inverters: 37 / 58 / 8.29
other: 1 / 16 / 0.140
-- worst min path at each step --
stage	startpoint	endpoint	slack [ns]
finish	s_rst_n	sdram_dq[2]$_DFF_PN0_	0.38
CTS	s_rst_n	sdram_dq[2]$_DFF_PN0_	0.38
global route	s_rst_n	sdram_addr[10]$_DFF_PN0_	0.39
-- synth_stat cells, drive strengths merged --
cell | count | area [um2]
a21oi | 9 | 45.0
and2 | 3 | 18.8
and3 | 1 | 7.51
nor3 | 5 | 25.0
nand2 | 8 | 37.5
or2 | 1 | 8.76
a22o | 1 | 8.76
nand2b | 1 | 6.26
nand3b | 4 | 30.0
a21boi | 1 | 7.51
nand3 | 12 | 65.1
nand4 | 6 | 67.6
a211oi | 1 | 7.51
o21ai | 4 | 20.0
a31o | 1 | 8.76
nor2b | 13 | 81.3
xnor2 | 11 | 96.3
ha | 7 | 87.6
clkbuf | 4 | 18.8
mux2i | 2 | 20.0
and2b | 1 | 7.51
o31ai | 2 | 15.0
inv | 12 | 45.0
nor2 | 36 | 135
conb | 1 | 3.75
buf | 21 | 158
mux2 | 7 | 78.8
dfrtp | 57 | 1430
nor4 | 8 | 110
xor2 | 2 | 17.5
or4 | 1 | 7.51
-- report_power, final --
group	internal [mW]	total, mW	switching [mW]
combinational	0.0116	0.0262	0.0146
clock	0.281	0.491	0.210
sequential	0.540	0.542	0.00232
total	0.832	1.06	0.227
-- per-stage QoR --
step | power [mW] | utilization [%] | cell area (um2)
floorplan | 0.567 | - | 2730
global placement | 0.580 | 34.3 | 2980
detailed placement | 0.580 | 34.3 | 2980
CTS | 1.07 | 36.6 | 3180
global route | 1.10 | 36.6 | 3180
finish | 1.06 | 36.6 | 3180
-- per-layer routing --
layer	vias to the layer above	part of all wire [%]
li1	838	-
met4	0	2.5
met1	812	46
met3	12	5.3
met2	41	46
met5	-	0
-- final cells by class --
cell class                 count  share of cell area, %
clock buffer                  11                   4.45
inverter                      12                   1.42
multi-input combinational    164                   34.0
timing repair buffer          30                   9.22
tap                          108                   4.25
sequential                    57                   44.9
clock inverter                 5                   1.73
Power and IR drop assume default switching activity.
