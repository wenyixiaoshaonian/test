===== run.sh =====
#!/bin/bash
# OpenROAD 26Q1-2900-gdf79404cd8, Yosys 0.63+post, stock flow scripts
make -C /OpenROAD-flow-scripts/flow DESIGN_CONFIG=/design/flow/config.mk WORK_HOME=/design/flow/orfs finish

===== config.mk =====
export PLATFORM = sky130hd
export DESIGN_NAME = tp
export DESIGN_NICKNAME = tp
export VERILOG_FILES = /design/flow/design.v
export SDC_FILE = /design/flow/constraint.sdc
export NUM_CORES = 4
export LEC_CHECK = 1
export CORE_UTILIZATION = 40

===== constraint.sdc =====
current_design tp

set clk_period 1.8
set clk_io_pct 0.2

create_clock -name clk0 -period $clk_period [get_ports {clk_n}]

set non_clock_inputs [all_inputs -no_clocks]
set_input_delay [expr $clk_period * $clk_io_pct] -clock clk0 $non_clock_inputs
set_output_delay [expr $clk_period * $clk_io_pct] -clock clk0 [all_outputs]

===== design.v =====
module	tp	(	
					 	rgb_r,
					 	rgb_g,
					  	rgb_b,
						hsync,
						vsync,
						VGA_SYNC,
			         VGA_BLANK,
						CLK,
                  TD_HS,
						TD_VS,
						TD_CLK,
						clk_n,
						addr,
						reset	);
output   reg[7:0]   rgb_r;
output   reg[7:0]   rgb_g;
output   reg[7:0]   rgb_b;
output	reg			hsync;
output	reg			vsync;
output				VGA_SYNC;
output				VGA_BLANK;
output	reg		   CLK;
output   reg [14:0]  addr;
input				TD_CLK;
input				reset;	
input           TD_HS;
input           TD_VS;
input           clk_n;
reg			[10:0]	x_cnt;
reg			[10:0]	y_cnt;
reg                  vaild;
reg                  a_dis;
reg                  b_dis;
reg                  c_dis;
reg                  d_dis;
reg                  x_dis;
reg                      x;
reg                      y;
reg                      i;
integer                  j;
parameter	H_FRONT	=	16;
parameter	H_SYNC	=	96;
parameter	H_BACK	=	48;
parameter	H_ACT	=	640;
parameter	H_BLANK	=	H_FRONT+H_SYNC+H_BACK;
parameter	H_TOTAL	=	H_FRONT+H_SYNC+H_BACK+H_ACT;
parameter	V_FRONT	=	11;
parameter	V_SYNC	=	2;
parameter	V_BACK	=	31;
parameter	V_ACT	=	480;
parameter	V_BLANK	=	V_FRONT+V_SYNC+V_BACK;
parameter	V_TOTAL	=	V_FRONT+V_SYNC+V_BACK+V_ACT;
assign	VGA_SYNC	=	1'b1;			
assign	VGA_BLANK	=	~((x_cnt<H_BLANK)||(y_cnt<V_BLANK));
     always @(posedge clk_n)
	  begin
      	CLK	=	~CLK;
	  end
	  always @(posedge CLK or negedge reset)
	  begin
	  if(!reset)
	  begin
	   addr=0;
		end
		else
		 begin
		 if(vaild)
	     begin
		     begin
   	       addr = (y_cnt-195)*128+(x_cnt-416);
		     end
		  end
		 else      addr = 0;
	    end
		end
     always @(posedge CLK or negedge reset)
	  begin
	  if(!reset)
	   begin
	   x_cnt <= 0;
	   hsync <= 1;
	   end
	   else
	    begin 
	     if(x_cnt < H_TOTAL) 
		   x_cnt <= x_cnt + 1'b1;
	      else  
			x_cnt <= 0;	  
	     if(x_cnt == H_FRONT-1)
		  hsync <= 1'b0;
	     if (x_cnt == H_FRONT+H_SYNC-1)
		  hsync <= 1'b1;
	    end
	  end
	  always @(posedge hsync or negedge reset)
	  begin
	  if(!reset)
	   begin
	   y_cnt <= 0;
	   vsync <= 1;
	   end
	  else
	    begin 
	     if(y_cnt < V_TOTAL) 
		  y_cnt <= y_cnt + 1'b1;
	      else   
			y_cnt <= 0;   
	     if(y_cnt == V_FRONT-1) 
		  vsync <= 1'b0;
	     if(y_cnt == V_FRONT+V_SYNC-1) 
		  vsync <=1'b1;
	    end
	  end
	   always @(posedge CLK or negedge reset)
     if(!reset)
     vaild <= 0;
    else
	 begin
     vaild <= (  (x_cnt > 11'd416)&& (x_cnt < 11'd544)&&(y_cnt > 11'd195)&&(y_cnt < 11'd385));
	  a_dis <= (  (x_cnt > 11'd250)&& (x_cnt < 11'd740)&&(y_cnt > 11'd90 )&&(y_cnt < 11'd140));
	  b_dis <= (  (x_cnt > 11'd690)&& (x_cnt < 11'd740)&&(y_cnt > 11'd140)&&(y_cnt < 11'd490));
	  c_dis <= (  (x_cnt > 11'd250)&& (x_cnt < 11'd690)&&(y_cnt > 11'd440)&&(y_cnt < 11'd490));
	  d_dis <= (  (x_cnt > 11'd250)&& (x_cnt < 11'd300)&&(y_cnt > 11'd140)&&(y_cnt < 11'd440));
	 end
	 endmodule

==> run summary <==
Drt total wl = 4.06 mm
Post-CTS Hold Fix Bufs = 0
Top delay family on crit path = buffers and inverters
First-pass GRT wire length = 6.77 mm
RR Endpoint = CLK
Slowest CP cell = clkdlybuf4s50_1
Syn Std Cell Area = 0.00245 sq mm
Violation tally from detailed-route iteration zero = 40
Max Clock Skew = 0 ns
Avg Cell Area, Syn = 9.51 sq um
Period minus WS final = 1.12 ns
Buf/Inv on CP = 1
Row count = 28
Dpl ws = 0.669 ns
Fmax = 894 MHz
Cells after synthesis = 258
Drt pass-1 iters = 4
Worst Hold Margin = 0.612 ns
Count of tool warnings = 35
CP max stage delay = 0.45 ns
Core Box Area = 0.00592 sq mm
IR drop worst, VDD = 106 uV
P_leak = 1.19 nW
Number of synthesized register bits = 41
Top Ports = 49
Dominant Register Cell = dfrtp_1
RSZ-0062 raised after global routing = false
Ratio of cells with drive above 1 in the final layout = 3.72%
Total gr overflow = 0
Outcome = finished clean
Crit-path max FO = 2
Yosys Instances = 258
Async SR Flop Fraction = 97.6%
CP cell instances = clkdlybuf4s50_1
Largest net degree at the start of global routing = 41
Worst R2R Setup Slack = 1.03 ns
Hpwl dp = 3.05 mm
Post-synth area from yosys stat = 0.00245 sq mm
Pre-Place Util = 41.4%
Final worst setup slack = 0.682 ns
Post-synth seq share = 41.7%
Fin. max-slew vios = 0
Pwr Density = 16.5 mW/mm^2
Reg2Reg Depth = 2
GRT Overall Usage = 13.5%
Crit path required time = 1.44 ns
YS warnings = 25
Top-area cell share = 38.8%
Synth cell count leaders = dfrtp_1, nor2_1, buf_4, xnor2_1, ha_1
Synth-to-layout area growth = 6.28%
Critical Path AT = 0.76 ns
Hold Startpoint = CLK
Slew Limit Headroom = 66.3%
Final setup viols = 0
Period utilization = 62.1%
Register pins left without a clock = 40
Antenna Violating Nets Remaining = 0
Worst hold endpoint = CLK
Die area = 0.00645 sq mm
Chip width = 80.3 um
Initial antenna violation count = 0
Setup repair bufs after CTS = 0
WS Path Type = register to output pin
Worst-margin pin slew = 0.505 ns
Hold Crit Class = register to register
Max_cap viols = 0
PortBufs = 20
Area leader, netlist = dfrtp_1
FF-to-FF Start = CLK
Via/cell ratio = 4.88
Synth top cell by count = dfrtp_1
Final hold violation count = 0
Vias in the first global route = 1482
Endpoints left unconstrained = 56
Routability cong. = 0.803
Distinct lib cells = 47
Top cells, area = dfrtp_1, buf_4, ha_1
DRC viols = 0
Count of library flops with an enable pin = 0
Antenna Cells = 0
Latency at later pin = 0 ns
Drt wl/cell = 11.8 um
Chip height = 80.3 um
Cell depth of the worst min-delay path = 2
Post-cts gate resize count = 0
Setup TNS = 0 ns
Critical path launch point type = register
CTS clk-pin slew, worst paths = 0 ns
Worst Setup End Kind = output pin
Via Count = 1680
## routing by layer
metal | track usage [%] | wire (um)
met1 | 21.9 | 2100
met2 | 22.2 | 1880
met3 | 0.231 | 80
met4 | 0 | 0
met5 | 0 | 0
## cell usage in the layout, fill, tap and decap left out, types with 3 or more instances in the layout
master | Yosys | routed
a21o_1 | 3 | 3
a21oi_1 | 7 | 7
a31oi_1 | 5 | 5
and2_1 | 8 | 8
clkdlybuf4s50_1 | 0 | 19
conb_1 | 2 | 27
dfrtp_1 | 38 | 38
ha_1 | 14 | 14
inv_1 | 11 | 11
nand2_1 | 12 | 12
nand3_1 | 5 | 5
nor2_1 | 33 | 33
nor3_1 | 7 | 7
nor4_1 | 7 | 7
o21ai_0 | 10 | 10
xnor2_1 | 15 | 15
xor2_1 | 7 | 7
## worst max path at each step
stage | startpoint | endpoint | slack, ns | cells after the start
CTS | CLK | CLK | 0.68 | 1
global route | CLK | CLK | 0.66 | 1
finish | CLK | CLK | 0.68 | 1
## power by group
part	switching, mW	internal (mW)
combinational	0.0185	0.00219
clock	0	0
sequential	0	0.0224
total	0.0185	0.0246
## registers in the layout (all words and copies together), names as in the netlist
name,count
hsync,1
addr,15
CLK,1
vaild,1
y_cnt,11
x_cnt,11
vsync,1
## worst min-delay path: cells and delay by family (launching register included)
kind / cells / cell delay (ns)
buffers and inverters: 2 / 0.28
DFF: 1 / 0.29
## cell families (layout without fill, tap and decap cells)
kind of cell / count (synthesis) / after routing / share of synthesized area, %
buffers and inverters: 47 / 33 / 11.6
AND-OR/OR-AND: 38 / 38 / 10.2
AND/OR/NAND/NOR: 90 / 90 / 18.6
flip-flops: 41 / 41 / 41.7
multiplexers: 2 / 2 / 0.816
XOR/XNOR: 23 / 23 / 8.78
adder cells (fa/ha/maj): 15 / 15 / 7.96
other: 2 / 27 / 0.306
## stage by stage
stage | cells | utilization, % | instance area, sq um | power, mW
after floorplan | 283 | - | 2550 | 0.0616
after CTS | 344 | 44.0 | 2610 | 0.0456
after global routing | 344 | 44.0 | 2610 | 0.0504
final | 344 | 44.0 | 2610 | 0.0431
after global placement | 344 | 44.0 | 2610 | 0.0458
after detailed placement | 344 | 44.0 | 2610 | 0.0452
## layout make-up
class | instances | area [sq um]
multi-input cells | 195 | 1240
inverters | 11 | 41.3
flip-flops and latches | 41 | 1020
repair buffers | 22 | 210
well taps | 75 | 93.8
fillers | 556 | 3310
No activity file was given, so power comes from the tool's default toggle rates.
