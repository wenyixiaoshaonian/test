[./run.sh]
#!/bin/bash
# OpenROAD 26Q1-2900-gdf79404cd8, Yosys 0.63+post, stock flow scripts
make -C /OpenROAD-flow-scripts/flow DESIGN_CONFIG=/design/flow/config.mk WORK_HOME=/design/flow/orfs finish
[./config.mk]
export PLATFORM = sky130hd
export DESIGN_NAME = dispaly
export DESIGN_NICKNAME = dispaly
export VERILOG_FILES = /design/flow/design.v
export SDC_FILE = /design/flow/constraint.sdc
export NUM_CORES = 4
export LEC_CHECK = 1
export CORE_UTILIZATION = 30
[./constraint.sdc]
current_design dispaly

set clk_period 4.7
set clk_io_pct 0.2

create_clock -name clk0 -period $clk_period [get_ports {clk}]

set non_clock_inputs [all_inputs -no_clocks]
set_input_delay [expr $clk_period * $clk_io_pct] -clock clk0 $non_clock_inputs
set_output_delay [expr $clk_period * $clk_io_pct] -clock clk0 [all_outputs]
[./design.v]
module dispaly(
           input                key,
			  input                clk,
			  input                s_rst_n,
			  input        [5:0]   rd,
			  output reg   [6:0]   h1,
			  output reg   [6:0]   h2,
			  output reg   [6:0]   h3,
			  output reg   [6:0]   h4
			  );
	 reg  [5:0]   n;
	 reg  [3:0]   cnt;
	 always @(posedge clk or negedge s_rst_n)
	 begin
	  if(s_rst_n == 1'b0)
	  cnt =0;
	  else if(cnt<8 && key == 1)
	  cnt = cnt+ 1'd1;
	  else 
	  cnt =0;
	  end
	 always @(posedge clk or negedge s_rst_n or negedge key)
	  if(s_rst_n == 1'b0)
	  begin
	  h1 = 7'd0;
	  h2 = 7'd0;
	  h3 = 7'd0;
	  h4 = 7'd0;
	  end
	  else if(key == 0)
	  begin
	  h1 = 7'd0;
	  h2 = 7'd0;
	  h3 = 7'd0;
	  h4 = 7'd0;
	  end
	  else  case(cnt)
	    4'd2:
	    case (n)
		     6'd0:
		     h1 = 7'b1000_000;
		     6'd1:
		     h1 = 7'b1111_001;
	   	  6'd2:
		     h1 = 7'b0100_100;
			  6'd3:
		     h1 = 7'b0110_000;
			  6'd4:
		     h1 = 7'b0011_001;
			  6'd5:
		     h1 = 7'b0010_010;
			  6'd6:
		     h1 = 7'b0000_010;
		endcase
		3'd3:
	    case (n)
		     6'd0:
		     h2 = 7'b1000_000;
		     6'd1:
		     h2 = 7'b1111_001;
	   	  6'd2:
		     h2 = 7'b0100_100;
			  6'd3:
		     h2 = 7'b0110_000;
			  6'd4:
		     h2 = 7'b0011_001;
			  6'd5:
		     h2 = 7'b0010_010;
			  6'd6:
		     h1 = 7'b0000_010;
		endcase
		3'd4:
	    case (n)
		     6'd0:
		     h3 = 7'b1000_000;
		     6'd1:
		     h3 = 7'b1111_001;
	   	  6'd2:
		     h3 = 7'b0100_100;
			  6'd3:
		     h3 = 7'b0110_000;
			  6'd4:
		     h3 = 7'b0011_001;
			  6'd5:
		     h3 = 7'b0010_010;
			  6'd6:
		     h3 = 7'b0000_010;
		endcase
		3'd5:
	    case (n)
		     6'd0:
		     h4 = 7'b1000_000;
		     6'd1:
		     h4 = 7'b1111_001;
	   	  6'd2:
		     h4 = 7'b0100_100;
			  6'd3:
		     h4 = 7'b0110_000;
			  6'd4:
		     h4 = 7'b0011_001;
			  6'd5:
		     h4 = 7'b0010_010;
			  6'd6:
		     h4 = 7'b0000_010;
		endcase
		endcase
    always @(posedge clk or negedge s_rst_n)
	  if(s_rst_n == 1'b0)
	   begin
	 	 n = 0;
		end
		else case (cnt)
			  4'd2:
			  n  =  rd;
			  4'd3:
			  n  =  rd;
			  4'd4:
			  n  =  rd;
			 default
			  n  =  0;
			  endcase
	endmodule
==> summary.txt <==
flow finished, numbers: Least-Margin Pin Slew approximately 600 ps, drt first pass iters 4, YS chip area 1533 um^2, #FFs+latches synth 34, cells after synthesis 135, Num Clock Sinks 34, Pwr Density around 500 nW/um^2, status finished clean, Mapped Avg Cell Area around 11 um^2, core area ~4800 um^2, Dominant cell area share 55.51%, CP top delay family buffers and inverters, required time worst endpoint about 3800 ps, Seq/Total Area, Yosys 55.51%, WP buf/inv 1, Fin Setup TNS 0 ps, MI comb area roughly 600 um^2, ys cells roughly 140, overall power just over 1000 uW, Slew Limit Fails 0, initial antenna violation count 0, Critical Path, Cell by Cell clkdlybuf4s50_1, vias in the first global route ~1100, Yosys warning total 1, clock-pin slew on the worst setup and hold paths 70 ps, drc violations 0, DRT antenna net count 0, Synth async-reset ratio approximately 100%, Post-DP HPWL around 2400 um, minimum clock period approximately 2100 ps, Core Rows 25, total leakage power slightly above 0.0009 uW, Max Freq 476.3 MHz, DR WL/cell 13.89 um, Final Hold Fails 0, Min-Delay Path Class reg2reg, Post-CTS Setup Bufs 0, first-pass GRT wire length around 5600 um, synth unique cells 34, # diodes 0, Detailed Route WL 3292 um, final setup skew about 7.5 ps, CTS Buffer Depth 2, # setup viols final 0, number of enable flip-flop cells 0, largest net degree at the start of global routing 25, hold_buf cts 0, H-tree depth 2, critical path launch point type flop, Latency at later pin about 280 ps, DRT iter0 DRCs 50, total number of vias between 1000 and 1500, maximum vdd drop between 0.0003 and 0.0004 V, CP arrival between 1000 and 1500 ps, GP Congestion 0.8349, post-synthesis instance area 1533 um^2, Reg area 850.8 um^2, CTS Buf Count 5, Initial Util between 30% and 40%, PortBufs 36, # resized after CTS 0, CP Capture Type primary output, Slew HR 60.85%, largest cells by area after synthesis dfrtp_1 (56%), a22o_1 (8.6%), and2_1 (3.7%), max_cap viols 0, CTS tree yes, main flop type dfrtp_1, cycle use final ~45%, Die ar. 5399 um^2, total congestion overflow 0, count leader, synth dfrtp_1, Root Driver clkbuf_8, RSZ-0062 raised after global routing no, Die Span Y approximately 73 um, CP Class reg2out, Crit Path Max Fanout 4, CP max-delay cell clkdlybuf4s50_1, fraction of layout instances using a drive strength above 1 around 7%, Area growth syn-to-layout 35.51%, Synth area leader dfrtp_1, Log Warnings 28, GR Util All Layers a little over an eighth, die width 73.48 um, CP max stage delay 480 ps, vias per cell 5.021, io pins 37, filler cell count 461, commonest cells in the synthesized netlist dfrtp_1 (34), a22o_1 (15), and2_1 (9), nor2_1 (7)
## state kept, by name, indices dropped and copies added, names as in the netlist
register  count
h3            6
h1            6
n             6
h4            6
h2            6
cnt           4
## final timing paths
| path | start | end | slack (ps) | cells past startpoint |
|---|---|---|---|---|
| worst min-delay path | cnt[0]$_DFF_PN0_ | cnt[0]$_DFF_PN0_ | 500 | 1 |
| max in group asynchronous | s_rst_n | h2[5]$_DFFE_PP0P_ | 2950 | 3 |
| worst max register to register | n[3]$_DFF_PN0_ | h1[3]$_DFFE_PP0P_ | 2640 | 3 |
| min in group asynchronous | s_rst_n | cnt[1]$_DFF_PN0_ | 980 | 1 |
| worst min register to register | cnt[0]$_DFF_PN0_ | cnt[0]$_DFF_PN0_ | 500 | 1 |
| worst max-delay path | h3[3]$_DFFE_PP0P_ | h3[3] | 2600 | 1 |
## power breakdown
part | switching, uW | leakage [uW] | total (uW) | internal [uW]
Sequential | 57.7 | 0.000452 | 424 | 367
Combinational | 71.7 | 0.000384 | 266 | 194
Clock | 103 | 0.0000714 | 329 | 226
## through the flow
stage / hold WS (ps) / instance area (um^2) / std cells / utilization, % / setup slack [ps]
3_5_place_dp: 487.8 / 1934 / 229 / 40.16 / 2614
4_1_cts: 504.6 / 2077 / 237 / 43.12 / 2587
3_3_place_gp: 480.3 / 1934 / 229 / 40.16 / 2654
6_report: 502.3 / 2077 / 237 / 43.12 / 2600
5_1_grt: 533.4 / 2077 / 237 / 43.12 / 2524
2_1_floorplan: 442.3 / 1533 / 135 / - / 2801
## cells in the final DEF (no fill, tap or decap), drive strengths merged
| cell | instances |
|---|---|
| o31ai | 3 |
| xnor2 | 1 |
| nor4 | 3 |
| a32o | 1 |
| nand2b | 4 |
| nand4b | 1 |
| a22o | 15 |
| clkbuf | 6 |
| a21oi | 5 |
| nor2b | 1 |
| ha | 4 |
| bufinv | 2 |
| dfrtp | 34 |
| o21bai | 2 |
| and3 | 2 |
| nor2 | 7 |
| a21boi | 1 |
| a41oi | 2 |
| or4 | 3 |
| and2 | 9 |
| a22oi | 1 |
| or3 | 3 |
| nor4b | 1 |
| a221o | 1 |
| o21ai | 2 |
| nand3 | 4 |
| o41ai | 2 |
| clkdlybuf4s50 | 36 |
| o211a | 1 |
| nand2 | 3 |
| buf | 2 |
| inv | 6 |
| a31oi | 1 |
| nand3b | 1 |
## final cells by class
| class | instances | area share, % |
|---|---|---|
| Sequential cell | 34 | 40.96 |
| Inverter | 6 | 1.084 |
| Tap cell | 67 | 4.036 |
| Clock buffer | 6 | 3.976 |
| Clock inverter | 2 | 2.892 |
| Multi-Input combinational cell | 84 | 28.98 |
| Timing Repair Buffer | 38 | 18.07 |
## cells by family after synthesis
| family | synth area share [%] |
|---|---|
| AND/OR/NAND/NOR | 16.49 |
| AND-OR/OR-AND | 18.94 |
| flip-flops | 55.51 |
| buffers and inverters | 5.224 |
| adder cells (fa/ha/maj) | 3.265 |
| XOR/XNOR | 0.5715 |
## metal layers
layer  vias to the layer above  share of wire [%]  wire length [um]  global-route usage, %
li1                        559                  -                 -                      -
met1                       576                 48              1582                  22.85
met2                        50                 44              1452                  19.16
met3                         5                7.0               231                  2.913
met4                         0               0.79                26                  1.496
met5                         -                  0                 0                      0
Power is estimated from default activity; no workload was simulated.
